==> /design/flow/design.v <==
`timescale 1ns / 1ps
module CU(input clk, rst, go, done_calc, done_div, done_mult, div_by_zero,
          input [2:0] F,
          output reg en_f, en_x, en_y, go_calc, go_div, go_mult, sel_h, en_out_h, en_out_l, done, errorFlag,
          output reg[1:0] op_calc, sel_l,
          output reg[3:0] CS);
reg[12:0] ctrl;
reg[3:0] NS;
parameter
            sIDLE = 4'b0000,sLOAD = 4'b0001,sADD = 4'b0010,sSUB = 4'b0011,sAND = 4'b0100,
            sXOR = 4'b0101,sDIV = 4'b0110,sMUL = 4'b0111,sPASS = 4'b1000,sDONE_CALC = 4'b1001,
            sDONE_DIV = 4'b1010, sDONE_MUL = 4'b1011, sOUT_CALC = 4'b1100, sOUT_D_M = 4'b1101,
            IDLE = 13'b0_0_0_0_00_0_0_0_00_0_0,
            LOAD1 = 13'b1_1_1_0_00_0_0_0_00_0_0,
            GO_ADD = 13'b0_0_0_1_00_0_0_0_00_0_0,
            GO_SUB = 13'b0_0_0_1_01_0_0_0_00_0_0,
            GO_AND = 13'b0_0_0_1_10_0_0_0_00_0_0,
            GO_XOR = 13'b0_0_0_1_11_0_0_0_00_0_0,
            GO_DIV = 13'b0_0_0_0_00_1_0_0_00_0_0,
            GO_MULT = 13'b0_0_0_0_00_0_1_0_00_0_0,
            PASS = 13'b0_0_0_0_00_0_0_0_00_0_1,
            DONE_CALC = 13'b0_0_0_0_00_0_0_0_01_0_0,
            DONE_DIV = 13'b0_0_0_0_00_0_0_1_11_0_0,
            DONE_MULT = 13'b0_0_0_0_00_0_0_0_10_0_0,
            OUT_CALC = 13'b0_0_0_0_00_0_0_0_00_0_1,
            OUT_DIV_MULT = 13'b0_0_0_0_01_0_0_0_00_1_1;
always@(posedge clk, posedge rst)begin
    if(rst) CS <= IDLE;
    else CS <= NS;
end
always@(ctrl) {en_f, en_x, en_y, go_calc, op_calc, go_div, go_mult, sel_h, sel_l, en_out_h, en_out_l} = ctrl;
always@(CS, go)begin  
    case(CS)
        sIDLE:begin
            ctrl = IDLE;
            done = 0;
            errorFlag = 0;
            if(go) NS = sLOAD;
            else NS = sIDLE;
        end
        sLOAD:begin
            ctrl = LOAD1;
            case(F)  
                3'b000:NS = sADD;
                3'b001:NS = sSUB;
                3'b010:NS = sAND;
                3'b011:NS = sXOR;
                3'b100:begin 
                    if(div_by_zero == 0)begin
                        errorFlag = 0;
                        NS = sDIV;
                    end
                    else begin
                        errorFlag = 1;
                        NS = sOUT_D_M;
                    end
                end
                3'b101:NS = sMUL;
                3'b110:NS = sPASS;
                3'b111:NS = sPASS;
                default: NS = sPASS;
            endcase
        end
        sADD:begin
            ctrl = GO_ADD;
            NS = sDONE_CALC;
        end
        sSUB:begin
            ctrl = GO_SUB;
            NS = sDONE_CALC;
        end
        sAND:begin
            ctrl = GO_AND;
            NS = sDONE_CALC;
        end
        sXOR:begin
            ctrl = GO_XOR;
            NS = sDONE_CALC;
        end
        sDIV:begin
            ctrl = GO_DIV;
            NS = sDONE_DIV;
        end
        sMUL:begin
            ctrl = GO_MULT;
            NS = sDONE_MUL;
        end
        sPASS:begin
            ctrl = PASS;
            NS = sIDLE;
        end
        sDONE_CALC:begin
            ctrl = DONE_CALC;
            if(done_calc)
                NS = sOUT_CALC;
            else
                case(F)
                    3'b000:NS = sADD;
                    3'b001:NS = sSUB;
                    3'b010:NS = sAND;
                    3'b011:NS = sXOR;
                    default:NS = sIDLE;
                endcase
        end
        sDONE_DIV:begin
            ctrl = DONE_DIV;
            if(done_div)
                NS = sOUT_D_M;
            else
                NS = sDIV;
        end
        sDONE_MUL:begin
            ctrl = DONE_MULT;
            if(done_mult)
                NS = sOUT_D_M;
            else
                NS = sMUL;
        end
        sOUT_CALC:begin
            ctrl = OUT_CALC;
            done = 1;
            NS = sIDLE;
        end
        sOUT_D_M:begin
            ctrl = OUT_DIV_MULT;
            done = 1;
            NS = sIDLE;
        end
        default: NS = sIDLE;
    endcase
end
endmodule
==> /design/flow/run.sh <==
#!/bin/bash
# OpenROAD 26Q1-2900-gdf79404cd8, Yosys 0.63+post, stock flow scripts
make -C /OpenROAD-flow-scripts/flow DESIGN_CONFIG=/design/flow/config.mk WORK_HOME=/design/flow/orfs finish
==> /design/flow/config.mk <==
export PLATFORM = sky130hd
export DESIGN_NAME = CU
export DESIGN_NICKNAME = CU
export VERILOG_FILES = /design/flow/design.v
export SDC_FILE = /design/flow/constraint.sdc
export NUM_CORES = 4
export LEC_CHECK = 1
export CORE_AREA = 10 10 79 79
export DIE_AREA = 0 0 89 89
==> /design/flow/constraint.sdc <==
current_design CU

set clk_period 2.2
set clk_io_pct 0.2

create_clock -name clk0 -period $clk_period [get_ports {clk}]

set non_clock_inputs [all_inputs -no_clocks]
set_input_delay [expr $clk_period * $clk_io_pct] -clock clk0 $non_clock_inputs
set_output_delay [expr $clk_period * $clk_io_pct] -clock clk0 [all_outputs]
==> job_summary.md <==
### Yosys + OpenROAD results

| Metric | Value |
|---|---|
| Pre-Place Util | `0.153` |
| Synth-to-Final Area Change | `50.3%` |
| CTS hold repair buffers | `0` |
| Htree depth | `1` |
| Initial antenna violation count | `0` |
| Crit Path Category | `reg -> out` |
| Overall routing resource usage | `0.0518` |
| Crit start category | `flop` |
| # IOs | `29` |
| Yosys top cell by area | `dlxtn_1` |
| Layout Skew | `0.00133 ns` |
| Worst VDD drop | `0.219 mV` |
| Fin crit period | `1.80 ns` |
| Drt initial violations | `66` |
| Critical-path cell list | `clkdlybuf4s50_1` |
| Via density | `4.11` |
| CP max stage cell | `dfrtp_1` |
| Port-buffer cells | `28` |
| Share of the synthesized area in the top cell type | `0.274` |
| DR WL/cell | `12.2 um` |
| Crit Path Max Fanout | `12` |
| Layout cells sized above 1 | `0.0818` |
| CTS clk-pin slew, worst paths | `0.03 ns` |
| Hold slack | `0.407 ns` |
| Syn Std Cell Area | `712 um2` |
| Largest net degree at the start of global routing | `16` |
| Number of global-route vias before repair | `688` |
| Rel. slew slack | `0.642` |
| Highest-count logic cell in the final layout | `clkdlybuf4s50_1` |
| Via count | `674` |
| Tool warnings | `25` |
| #FFs+latches synth | `17` |
| Avg Inst Size Synth | `8.58 um2` |
| # diodes | `0` |
| Top cells excl fill/tap | `clkdlybuf4s50_1 (28), dlxtn_1 (13), nor2_1 (8)` |
| Hpwl dp | `1.66 mm` |
| Lkg Pwr | `0.402 nW` |
| Top cells, area | `dlxtn_1 (27%), dfrtp_1 (14%), a21oi_1 (4.2%), buf_4 (4.2%), nor2_1 (4.2%)` |
| Fmax | `556 MHz` |
| CP Buf/Inv Count | `1` |
| Top Family by Delay on Critical Path | `flip-flops` |
| Worst path arrival time | `1.36 ns` |
| Final WL | `2.01 mm` |
| CTS tree | `yes` |
| # Max-Cap Violations | `0` |
| RSZ-0062 raised after global routing | `false` |
| Endpoints left unconstrained | `28` |
| Core area | `4660 um2` |
| Worst skew pair latency | `0.21 ns` |
| Post-CTS setup buffer count | `0` |
| Final Hold Vio Count | `0` |
| Pwr dens | `929 nW/um2` |
| Crit path capture type | `primary output` |
| Mapped Cells | `83` |
| Core Util, Final | `0.230` |
| Die footprint | `7920 um2` |
| CP peak stage delay | `0.58 ns` |
| CP required | `1.76 ns` |
| Row count | `25` |
| Cell Type Count | `32` |
| Register pins left without a clock | `13` |
| Final Cycle Share | `0.817` |
| DRC | `0` |
| Final cell area excluding filler cells | `1070 um2` |
| Status | `completed` |
| Global-route wire length before repair | `3.35 mm` |
| Final RePlAce weighted congestion | `0.869` |
| Yosys warning tally | `1` |
| PostCTS Resize Cnt | `0` |
| Final setup viols | `0` |
| Setup_tns | `0 ns` |
| # Cells Yosys | `83` |
| Die height | `89 um` |
| Clock tree root driver cell | `clkbuf_8` |
| Antenna-violating nets left | `0` |
| Die W | `89 um` |
| Worst-Margin Slew | `0.535 ns` |
| Max Slew Vio Count | `0` |
| Synthesis area per yosys | `712 um2` |
| DR pass1 iterations | `4` |
| GRT overflow | `0` |
| Hold/Removal Path Class | `in -> async` |
| CTS Buf Count | `3` |
| Clock Path Buffers | `2` |
| Cell Area, Placed | `1030 um2` |
## path summary, 6_finish.rpt
check,start,to,slack [ns],depth (start not counted)
max,CS[2],CS[2],0.40,1
min,rst,CS[2],0.41,2
max reg2reg,CS[1],CS[3],0.81,5
min reg2reg,CS[2],CS[2],0.71,1
max in group asynchronous,rst,CS[1],1.65,2
min in group clk0,CS[2],CS[2],0.71,1
## flip-flops by register name, indices dropped and copies added, names as in the netlist
register / count
ctrl: 11
done: 1
CS: 4
errorFlag: 1
## cells by family after synthesis
logic type / count (synthesis) / share of synthesized area
simple gates: 31 / 0.272
compound gates: 20 / 0.176
latches: 13 / 0.274
buf+inv: 12 / 0.0967
flops: 4 / 0.141
mux: 2 / 0.0281
xor+xnor: 1 / 0.0123
## cell usage after synthesis
library cell and count:
nand2_1 6, mux2i_1 2, nand2b_4 2, nor3_1 3
nand3_1 2, buf_2 1, a2bb2oi_1 1, nor2b_1 1
nor2_1 8, nor3_4 1, a21o_1 1, dfrtp_1 4
o22ai_1 1, buf_6 1, o311ai_0 1, o21ai_0 4
a211oi_1 1, o21ai_1 1, a21oi_1 6, xnor2_1 1
nand2b_1 4, a31oi_1 1, and2_1 1, nor4_1 1
a41oi_1 1, o221ai_1 1, buf_4 4, nand3b_1 1
nor4_4 1, dlxtn_1 13, inv_1 6, o211ai_1 1
## metal layers
| layer | share of wire | up-vias | global-route usage | wire (um) |
|---|---|---|---|---|
| li1 | - | 339 | - | - |
| met1 | 0.45 | 312 | 0.0707 | 900 |
| met2 | 0.47 | 21 | 0.0818 | 938 |
| met3 | 0.074 | 2 | 0.0129 | 149 |
| met4 | 0.0095 | 0 | 0.0101 | 19 |
| met5 | 0 | - | 0 | 0 |
## power breakdown
part	total (W)	internal (W)	switching [W]	leakage [nW]
Sequential	0.000240	0.000163	0.0000766	0.152
Combinational	0.000602	0.000285	0.000316	0.228
Clock	0.000153	0.000117	0.0000364	0.0216
## per-stage QoR
step / power (W) / worst slack (ns) / cells
floorplan: 0.000657 / 1.04 / 83
global placement: 0.000847 / 0.570 / 161
detailed placement: 0.000846 / 0.579 / 161
CTS: 0.00101 / 0.382 / 164
global route: 0.00110 / 0.311 / 164
finish: 0.000994 / 0.402 / 164
## cell type report
type / count / area (um2)
Clock buffer: 3 / 41.3
Fill cell: 490 / 3590
Inverter: 6 / 22.5
Multi-Input combinational cell: 54 / 348
Sequential cell: 17 / 295
Tap cell: 54 / 67.6
Timing Repair Buffer: 30 / 295
Power is estimated from default activity; no workload was simulated.
